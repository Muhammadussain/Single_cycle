===== flow/design.v =====
module datamem(
    input wire clk,
    input wire load,
    input wire store,
    input wire [7:0] address,
    input wire [31:0] data_mem_in,
    input wire [3:0] masking,
    output reg [31:0] data_mem_out
);
    reg [31:0] mem [0:255];
    always @ (posedge clk) begin 
        if(store)begin
            if(masking[0]) begin
                mem[address][7:0] <= data_mem_in[7:0];
            end
            if(masking[1]) begin
                mem[address][15:8] <= data_mem_in[15:8];
            end
            if(masking[2]) begin
                mem[address][23:16] <= data_mem_in[23:16];
            end
            if(masking[3]) begin
                mem[address][31:24] <= data_mem_in[31:24];
            end
        end
    end
    always @(*) begin
        if(load)begin
            data_mem_out= mem[address];
        end
    end
endmodule

===== flow/run.sh =====
#!/bin/bash
# OpenROAD 26Q1-2900-gdf79404cd8, Yosys 0.63+post, stock flow scripts
make -C /OpenROAD-flow-scripts/flow DESIGN_CONFIG=/design/flow/config.mk WORK_HOME=/design/flow/orfs finish

===== flow/config.mk =====
export PLATFORM = sky130hd
export DESIGN_NAME = datamem
export DESIGN_NICKNAME = datamem
export VERILOG_FILES = /design/flow/design.v
export SDC_FILE = /design/flow/constraint.sdc
export NUM_CORES = 4
export LEC_CHECK = 1
export CORE_UTILIZATION = 40
export SYNTH_MEMORY_MAX_BITS = 65536

===== flow/constraint.sdc =====
current_design datamem

set clk_period 13.5
set clk_io_pct 0.2

create_clock -name clk0 -period $clk_period [get_ports {clk}]

set non_clock_inputs [all_inputs -no_clocks]
set_input_delay [expr $clk_period * $clk_io_pct] -clock clk0 $non_clock_inputs
set_output_delay [expr $clk_period * $clk_io_pct] -clock clk0 [all_outputs]

==> results.cfg <==
; yosys + openroad results
[finish]
num-fill-cells = 63143
area_of_the_multi_input_gates_sq_um = 62600
drive_gt1_frac = 0.256
area_growth_syn_to_layout_pct = 13.1
design_area_sq_um = 354000
final-seq-area_sq_um = 246000

[grt]
grt_util_all_layers = 0.236
grt_antenna_before_repair = 61
grt_use_met2 = 0.327
grt_pass1_wl_microns = 1200000
grt_start_max_net_pins = 126
grt.met1_usage = 0.266
number_of_global_route_vias_before_repair = 168268
global_route.overflow_total = 0
globalRouteMet3Util = 0.213
grt-busiest-layer = met2

[critical_path]
critPathCaptureType = flop
crit_path_top_delay_cell = sky130_fd_sc_hd__nand3_1
cp_slowest_stage_delay_ns = 0.80
startpoint_type = input port
crit_required_ns = 14.27
worst-setup-path-type = input port to flop
critical_path.max_fanout = 47
crit_path_cell_trace = clkdlybuf4s50_1, nor2b_4, buf_4, nand3_1, buf_4, nor2_1
cp_data_arrival_time_ns = 6.53
path_common_cell = sky130_fd_sc_hd__buf_4

[detailed_routing]
detail_route.first_pass.iterations = 6
finalWirelength_microns = 838000
detail_route.drc_violations = 0
via_per_inst = 5.79
number_of_vias_in_the_routed_layout = 148449
antenna_left = 0
wl_per_cell_microns = 32.7
first_iter_violations = 10264

[timing]
unconstrained_endpoints = 64
slew_violations = 0
grt_setup_unrepaired = no
count_of_endpoints_failing_setup_in_the_final_report = 0
max_slew.worst_pin.slew_ns = 1.43
timing.fmax_mhz = 173
final.setup.tns_ns = 0
timing.final.crit_share = 0.427
hold_viol_final = 0
unclocked_pins = 32
final_period_minus_worst_setup_slack_ns = 5.77
normalized_max_slew_margin = 0.0457

[power]
vdd.ir_drop.worst_mv = 0.141
power.leakage_nw = 106
power.density_nw_per_um2 = 150

[placement]
post-dp-hpwl_microns = 500000
finalWeightedCongestion = 0.934
placement.cell_area_sq_um = 327000
numPortBuffers = 78

[logic_synthesis]
synthesis.instances = 14079
synth_flops = 8224
synth_chip_area_sq_um = 313000
yosysUniqueCellTypes = 20
yosys_warnings = 1
yosysCellCount = 14079
netlist_area_sq_um = 313000
synthesis.area_per_instance_sq_um = 22.2

[clocking]
cts.path.max_buffers = 4
number_of_gates_resized_after_cts = 0
setup_buffers_after_cts = 0
clk_root_buffer_cell = sky130_fd_sc_hd__clkbuf_16
numCtsBuffers = 799
htreeDepth = 6
clkTransAtPathRegs_ns = 0.06
cts_hold_buffers = 0
cts_tree = built

[die]
rows = 324
io-pin-count = 79
fp.dieArea_sq_um = 785000
floorplan.die.height_microns = 886
fp-utilization = 0.402
core_area_sq_um = 779000
dieWidth_microns = 886

[hold_path]
hold_path_class = input port to flop

[run_status]
result_of_the_run = finished clean

[flow_run]
log.warning_count = 58
cap_violations = 0
-- cells in the mapped netlist --
| cell type | n | share of area |
|---|---|---|
| sky130_fd_sc_hd__clkbuf_1 | 617 | 0.0074 |
| sky130_fd_sc_hd__dlxtp_1 | 32 | 0.0015 |
| sky130_fd_sc_hd__mux4_2 | 2048 | 0.15 |
| sky130_fd_sc_hd__and2_1 | 7 | 0.00014 |
| sky130_fd_sc_hd__nand4_1 | 32 | 0.00064 |
| sky130_fd_sc_hd__edfxtp_1 | 8192 | 0.79 |
| sky130_fd_sc_hd__or2_2 | 2 | 0.000040 |
| sky130_fd_sc_hd__nor2b_1 | 8 | 0.00016 |
| sky130_fd_sc_hd__nand2_1 | 103 | 0.0012 |
| sky130_fd_sc_hd__buf_1 | 85 | 0.0010 |
| sky130_fd_sc_hd__buf_4 | 34 | 0.00082 |
| sky130_fd_sc_hd__nor2_1 | 1042 | 0.013 |
| sky130_fd_sc_hd__buf_2 | 157 | 0.0025 |
| sky130_fd_sc_hd__a21oi_1 | 512 | 0.0082 |
| sky130_fd_sc_hd__nand2b_1 | 6 | 0.00012 |
| sky130_fd_sc_hd__nor3_1 | 4 | 0.000064 |
| sky130_fd_sc_hd__buf_6 | 38 | 0.0014 |
| sky130_fd_sc_hd__a22oi_1 | 1024 | 0.025 |
| sky130_fd_sc_hd__o41ai_1 | 128 | 0.0036 |
| sky130_fd_sc_hd__nand3_1 | 8 | 0.00013 |
-- cell families after synthesis --
group                  count (synthesis)  synth area share
AND-OR/OR-AND                       1664            0.0364
latches                               32           0.00154
buffers and inverters                931            0.0131
AND/OR/NAND/NOR                     1212            0.0150
multiplexers                        2048             0.147
flip-flops                          8192             0.786
-- final cells by class --
type / instances / area share
sequential: 8224 / 0.697
multi-input combinational: 4924 / 0.177
clock buffer: 921 / 0.0583
tap: 10432 / 0.0369
clock inverter: 550 / 0.0168
timing repair buffer: 558 / 0.0136
antenna: 43 / 0.000304
-- power by group --
group | switching (W) | leakage, nW | internal [W] | total (W)
Sequential | 0.0000178 | 73.9 | 0.0280 | 0.0280
Combinational | 0.00160 | 19.3 | 0.000780 | 0.00238
Clock | 0.00954 | 12.8 | 0.0130 | 0.0225
Total | 0.0111 | 106 | 0.0418 | 0.0529
-- sequential cells by signal, indices dropped and copies added, names as in the netlist --
signal and cells:
mem 8192, data_mem_out 32
-- metrics by stage --
stage	total power (W)	std cells	hold slack, ns	util	worst slack [ns]
finish	0.0529	25652	1.93	0.454	7.73
global route	0.0544	25642	1.92	0.454	7.64
CTS	0.0533	25609	1.88	0.454	7.88
detailed placement	0.0310	24138	3.12	0.420	6.67
global placement	0.0310	24138	3.13	0.420	6.78
floorplan	0.0298	14079	2.80	-	8.46
-- layout by cell type, fill, tap and decap left out, types with 3 or more instances in the layout --
master / count
sky130_fd_sc_hd__a22oi_1: 1024
sky130_fd_sc_hd__clkinv_8: 14
sky130_fd_sc_hd__and2_2: 4
sky130_fd_sc_hd__nand2_4: 14
sky130_fd_sc_hd__buf_8: 32
sky130_fd_sc_hd__nor2_2: 3
sky130_fd_sc_hd__nand2b_1: 4
sky130_fd_sc_hd__clkinv_2: 143
sky130_fd_sc_hd__clkbuf_16: 806
sky130_fd_sc_hd__inv_8: 3
sky130_fd_sc_hd__inv_6: 32
sky130_fd_sc_hd__buf_12: 19
sky130_fd_sc_hd__nand2_1: 24
sky130_fd_sc_hd__mux4_2: 2048
sky130_fd_sc_hd__clkbuf_1: 115
sky130_fd_sc_hd__clkdlybuf4s50_1: 43
sky130_fd_sc_hd__bufinv_16: 105
sky130_fd_sc_hd__nor2b_1: 4
sky130_fd_sc_hd__dlxtp_1: 32
sky130_fd_sc_hd__o41ai_2: 7
sky130_fd_sc_hd__nand2_2: 65
sky130_fd_sc_hd__o41ai_1: 121
sky130_fd_sc_hd__nor3_2: 4
sky130_fd_sc_hd__nor2b_4: 4
sky130_fd_sc_hd__nor2_1: 1037
sky130_fd_sc_hd__clkinv_1: 148
sky130_fd_sc_hd__buf_4: 462
sky130_fd_sc_hd__edfxtp_1: 8192
sky130_fd_sc_hd__nand3_1: 8
sky130_fd_sc_hd__clkinvlp_4: 69
sky130_fd_sc_hd__diode_2: 43
sky130_fd_sc_hd__nand4_1: 32
sky130_fd_sc_hd__a21oi_1: 512
sky130_fd_sc_hd__inv_16: 8
sky130_fd_sc_hd__clkinv_4: 26
-- path summary, 6_finish.rpt --
kind,start,to,slack [ns],depth (start not counted)
setup / recovery,address[2],mem[247][28],7.73,6
hold / removal,data_mem_in[26],mem[234][26],1.93,1
-- critical path, delay by kind of cell --
family                 cells  cell delay, ns
and+or+nand+nor            3            1.88
buffers and inverters      3            1.91
-- metal layers --
metal | up-vias | share of wire
met5 | - | 0.0026
li1 | 60885 | -
met1 | 74308 | 0.31
met4 | 68 | 0.041
met3 | 1428 | 0.20
met2 | 11760 | 0.45
Power and IR drop assume default switching activity.
